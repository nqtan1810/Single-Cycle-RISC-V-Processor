==> run.sh <==
#!/bin/bash
# OpenROAD 26Q1-2900-gdf79404cd8, Yosys 0.63+post, stock flow scripts
make -C /OpenROAD-flow-scripts/flow DESIGN_CONFIG=/design/flow/config.mk WORK_HOME=/design/flow/orfs finish
==> config.mk <==
export PLATFORM = sky130hd
export DESIGN_NAME = FFD_resettable
export DESIGN_NICKNAME = FFD_resettable
export VERILOG_FILES = /design/flow/design.v
export SDC_FILE = /design/flow/constraint.sdc
export NUM_CORES = 4
export LEC_CHECK = 1
export CORE_AREA = 10 10 102 102
export DIE_AREA = 0 0 112 112
==> constraint.sdc <==
current_design FFD_resettable

set clk_period 1.0
set clk_io_pct 0.2

create_clock -name clk0 -period $clk_period [get_ports {clock}]

set non_clock_inputs [all_inputs -no_clocks]
set_input_delay [expr $clk_period * $clk_io_pct] -clock clk0 $non_clock_inputs
set_output_delay [expr $clk_period * $clk_io_pct] -clock clk0 [all_outputs]
==> design.v <==
module FFD_resettable(q,
							 clock,
							 rstn,
							 d
							 );
   parameter WIDTH = 32;
	output [WIDTH-1:0] q;
   input  [WIDTH-1:0] d;
   input clock, rstn;
   reg [WIDTH-1:0] register;
   always @(posedge clock) begin
		if (!rstn) 
			register <= 0;
      else 
			register <= d;
	end	
	assign q = register;
endmodule 
==> run notes <==
Item: results of the latest flow run.

- The run finished with clean final reports.
- The initial antenna violation count is 0.
- The vertical die dimension is 112 um.
- The synthesized netlist has a Yosys-reported chip area of between 800 and 900 um2.
- The reported leakage power is a little over 0.7 nW.
- The register with the most flip-flops is register.
- The TritonCTS buffer count is 5.
- The delay of the slowest cell on the worst path is about 0.3 ns.
- The post-detailed-routing wire length is 2.934 mm.
- The first-pass GRT wire length is between 4 and 5 mm.
- The type of element launching the critical path is a register.
- The primary flip-flop cell chosen by synthesis mapping is sky130_fd_sc_hd__dfxtp_1.
- Per the run summary, max-cap violations total 0.
- The upper clock frequency limit is roughly 1000 MHz.
- The final worst-path cycle share is 0.9609.
- The initial DRC count is 1.
- Per the gpl log, the routability congestion estimate is between 0.6 and 0.7.
- The start point of the critical path is register[1].
- The placed instances occupy a cell area of 0.001683 mm2.
- Setup violations remaining at the end of the flow were counted as 0.
- The pin slew with the least headroom to its limit is between 0.1 and 0.15 ns.
- The hold violation count in the final report is 0.
- The worst setup path is captured at an output pin.
- The worst endpoint required time is approximately 0.8 ns.
- Checking hold timing, the worst path is listed with class primary input to register.
- The instance count on the critical path is 1.
- The number of search-and-repair iterations in the first detailed-routing pass is 2.
- The ratio of routed vias to standard cells is approximately 2.9.
- Total global-route track usage over all layers is 0.04332.
- The total die size is 0.01254 mm2.
- For the completed layout, the total cell area is recorded as between 0.0015 and 0.002 mm2.
- After layout, the design draws a total of ~2.7 mW.
- The max-slew violation count is 0.
- The routed wirelength normalized by instance count is 12.07 um.
- The DRC violations left is 0.
- The clock input transition at the sequential cells of the worst setup and hold paths is roughly 0.07 ns.
- In this run the VDD rail shows a maximum IR drop of ~0.00041 V.
- The tree is rooted in a sky130_fd_sc_hd__clkbuf_8.
- The timing report notes that buffer and inverter cells on the critical path total 1.
- The number of rows created at floorplan is 33.
- The maximum root-to-sink buffer count is 2.
- The instance count of the mapped netlist is approximately 67.
- The data arrival time reported for the critical path is about 0.76 ns.
- The number of enable-type register cells in the synthesized netlist is 0.
- In the final layout, the share of cells above drive strength 1 is 0.4203.
- The register with the most flip-flops in the layout has 32 of them.
- The setup TNS is 0 ns.
- The count of antenna diodes in the layout is 0.
- Buffers placed on the I/O ports in this run total 65.
- The residual antenna-violating net count after detailed routing is 0.
- The core outline area is ~0.008 mm2.
- The synthesized design contains 32 register bits.
- After synthesis, the design contains approximately 67 cells according to Yosys.
- Looking at area per cell type in the netlist, the leader is sky130_fd_sc_hd__dfxtp_1.
- By count the netlist is led by 32 x sky130_fd_sc_hd__and2_2, 32 x sky130_fd_sc_hd__dfxtp_1, 3 x sky130_fd_sc_hd__clkbuf_2.
- Global routing finished with a remaining overflow of 0.
- The H-tree depth reported by CTS is 2.
- The area of the mapped netlist is between 800 and 900 um2.
- In the floorplan report the effective utilization is 0.1090.
- In the final layout, the registers with the most flip-flops are register x32.
- The warning count from the yosys run is 1.
- Grouping stages by cell kind, the critical path spends the most delay in flip-flops.
- The worst slew margin relative to its limit is 0.9264.
- The proportion of register bits with asynchronous set or reset after synthesis is 0.
- The slowest cell on the critical path is sky130_fd_sc_hd__dfxtp_1.
- For reference, the top cells by area after synthesis are sky130_fd_sc_hd__dfxtp_1 72%, sky130_fd_sc_hd__and2_2 27%, sky130_fd_sc_hd__clkbuf_2 1.7%.
- The clock drives 32 sinks.
- The number of hold buffers added after CTS is 0.
- Counting distinct cell types in the post-synthesis netlist gives 3.
- The final HPWL from detailed placement is 2.391 mm.
- The report lists the power per cell area as 1544 mW/mm2.
- Setup repair after global routing left no endpoint under its margin.
- The largest net degree at the start of global routing is 33.
- Detailed routing inserted a total of between 600 and 700 vias.
- The share of the synthesized area in the top cell type is 0.7151.
- TritonCTS built the clock tree.
- OpenROAD emitted warnings numbering 25.
- The worst-path maximum fanout is 1.
- Of the synthesized area, sequential elements account for 0.7151.
- For reference, the critical path is captured by q[1].
- For the finished layout, the period the worst path requires is between 0.9 and 1 ns.
- Traced cell by cell, the critical path runs through clkdlybuf4s15_1.
- The number of global-route vias before repair is ~740.
- From left edge to right edge, the die measures around 110 um.
- Fill cells in the final layout number slightly below 900.
- The area growth from synthesis to layout is 92.18%.
- Per the post-synthesis stats, the area per cell is between 10 and 15 um2.
- The top-level port count is approximately 66.
- The kind of critical path is register to output pin.
## cell families (layout without fill, tap and decap cells)
family / Yosys count / in the layout / synth area share
DFF: 32 / 32 / 0.7151
and+or+nand+nor: 32 / 32 / 0.2682
buffers and inverters: 3 / 74 / 0.01675
## cell type report
type / instances / area [um2] / share of cell area
Multi-Input combinational cell: 32 / 240.2 / 0.1395
Sequential cell: 32 / 649.4 / 0.3772
Clock buffer: 8 / 90.09 / 0.05233
Tap cell: 105 / 131.4 / 0.07631
Timing Repair Buffer: 66 / 610.6 / 0.3547
## power by group
group	total [mW]	switching [mW]	internal (mW)
Combinational	0.282	0.0556	0.227
Clock	1.01	0.453	0.561
Sequential	1.36	0.0160	1.35
## metrics by stage
| step | cells | utilization | worst slack (ns) | hold slack (ns) |
|---|---|---|---|---|
| finish | 243 | 0.2095 | 0.03907 | 0.5156 |
| global route | 243 | 0.2095 | 0.001435 | 0.5047 |
| CTS | 243 | 0.2150 | 0.0005186 | 0.5013 |
| detailed placement | 235 | 0.2048 | -0.1400 | 0.8015 |
| global placement | 235 | 0.2048 | -0.1279 | 0.7992 |
| floorplan | 67 | - | 0.4046 | 0.3362 |
## how the worst min path moves through the flow
stage,to,from,slack (ns),cells after the start
final,register[30],d[30],0.52,2
after global routing,register[21],d[21],0.50,2
after CTS,register[21],d[21],0.50,2
## cells in the final DEF, fill, tap and decap left out
cell                              instances
sky130_fd_sc_hd__buf_12                   1
sky130_fd_sc_hd__clkbuf_2                10
sky130_fd_sc_hd__dfxtp_1                 25
sky130_fd_sc_hd__buf_2                    2
sky130_fd_sc_hd__clkdlybuf4s15_1         20
sky130_fd_sc_hd__clkdlybuf4s50_1         33
sky130_fd_sc_hd__dfxtp_2                  7
sky130_fd_sc_hd__clkbuf_1                 2
sky130_fd_sc_hd__and2_2                  32
sky130_fd_sc_hd__clkbuf_8                 6
## what timing repair did
action                                  CTS  global route
endpoints found under the setup margin   32            12
resized                                  71            14
buffers inserted                          0             0
## metal layers
layer,up-vias,track usage,part of all wire
met2,38,0.07032,0.47
met1,311,0.04712,0.38
met3,5,0.02606,0.12
li1,339,-,-
met4,0,0.01100,0.030
met5,-,0,0
Power figures rest on the tool's default switching activity, not on a simulated workload.
