===== flow/config.mk =====
export PLATFORM = sky130hd
export DESIGN_NAME = alu
export DESIGN_NICKNAME = alu
export VERILOG_FILES = /design/flow/design.v
export SDC_FILE = /design/flow/constraint.sdc
export NUM_CORES = 4
export LEC_CHECK = 1
export CORE_UTILIZATION = 30

===== flow/constraint.sdc =====
current_design alu

set clk_period 34.3
set clk_io_pct 0.2

create_clock -name clk0 -period $clk_period

set non_clock_inputs [all_inputs -no_clocks]
set_input_delay [expr $clk_period * $clk_io_pct] -clock clk0 $non_clock_inputs
set_output_delay [expr $clk_period * $clk_io_pct] -clock clk0 [all_outputs]

===== flow/design.v =====
module alu (zero,
				signBit,
				result,
				operation,
				a,
				b
				);
	parameter DATA_WIDTH = 32;
	output zero;
	output signBit;
	output [DATA_WIDTH-1 : 0] result;
	input [3:0] operation;
	input [DATA_WIDTH-1 : 0] a;
	input [DATA_WIDTH-1 : 0] b;
	reg [DATA_WIDTH-1 : 0] result;
	assign zero = (result == 32'd0) ? 1'b1 : 1'b0;
	assign signBit = result[DATA_WIDTH-1];
   always @(operation or a or b) begin
      casex (operation)
         4'b0000: result = a & b;
         4'b0001: result = a | b;
         4'b0010: result = a + b;
         4'b0110: result = a - b;
         default: result = 0;
      endcase
	end 
endmodule 

===== flow/run.sh =====
#!/bin/bash
# OpenROAD 26Q1-2900-gdf79404cd8, Yosys 0.63+post, stock flow scripts
make -C /OpenROAD-flow-scripts/flow DESIGN_CONFIG=/design/flow/config.mk WORK_HOME=/design/flow/orfs finish

==> impl_metrics.ini <==
; generated from flow reports
[run_status]
status = finished clean

[cells_and_area]
seqCellArea_um2 = 0
flops = 0
stdcell_area_um2 = 4400
syn_to_final_growth_pct = 35.6
drive_above_1_share_pct = 2.41
fill_cells = 1074
clock_buffers = 0

[global_route]
grt_antenna_before_repair = 0
grt_use_total_pct = 22.1
grt_pass1_wl_um = 19700
grt_pass1_vias = 3786
overflow = 0
grt_max_degree = 41

[logic_synthesis]
yosysUniqueCellTypes = 67
ys_area_um2 = 3240
synth_warnings = 1
synth.avg_cell_area_um2 = 6.58
netlist_instances = 493
synth_stat.cells = 493
syn_area_um2 = 3240
ys_seq_share_pct = 0

[setup_path]
critPathKind = in2out
startpoint_type = input port
worstPathMaxFanout = 40
critPathRequiredTime_ns = 27.44
cp-end-kind = primary output
cp.arrival_ns = 12.77

[route]
vias = 3986
viasPerCell = 5.55
dr.pass1.iters = 5
drt_first_iter_violations = 234
drc = 0
ant_nets = 0
wirelength_um = 12200
avgRoutedWirePerCell_um = 17.0
diodes = 0

[sta]
setup_viol = 0
worst_pin_slew_ns = 0.884
setup_tns_ns = 0
maxSlewViolCount = 0
period_minus_slack_ns = 19.63
period_used_pct = 57.2
worst_slack_ns = 14.67
hold_viol = 0
rsz0062_at_grt = no
fmax_ghz = 0.0509
relSlewSlack_pct = 40.2

[run]
max-cap-violations = 0
warnings = 34

[place]
placed_area_um2 = 4400
place_ws_ns = 14.68
io_buffers = 102
place.gp.congestion = 0.916
dp_hpwl_um = 9980

[die]
ios = 102
num_rows = 37
die_w_um = 106
die_height_um = 106
core_util_floorplan_pct = 31.1
design.core.area_um2 = 10400
dieArea_um2 = 11200

[clock_tree]
post_cts_buffers = 0
cts_hold_buf = 0
cts_resized = 0

[pwr]
power_uw = 77.4
ir_drop_uv = 6.51
power_density_nw_per_um2 = 17.6
p_leak_uw = 0.00174

[hold_path]
min_path_type = in2out
## cells by family (layout without fill, tap and decap cells)
family	after synthesis	in the layout	share of synthesized area [%]
xor+xnor	52	52	14.3
simple gates	189	189	28.5
buf+inv	30	119	3.90
fa+ha+maj	59	59	21.2
compound gates	158	158	30.5
mux	5	5	1.54
## cell usage after synthesis, types with 7 or more instances
| cell | count | area [um2] |
|---|---|---|
| inv_1 | 13 | 48.8 |
| nor3_1 | 15 | 75.1 |
| or3_1 | 8 | 50.1 |
| ha_1 | 34 | 425 |
| xnor2_1 | 26 | 228 |
| nand4_1 | 7 | 43.8 |
| o21ai_1 | 12 | 60.1 |
| nor4_1 | 7 | 43.8 |
| o21ai_0 | 34 | 170 |
| maj3_1 | 21 | 210 |
| and2_1 | 7 | 43.8 |
| a31oi_1 | 8 | 50.1 |
| xor2_1 | 25 | 219 |
| nand2_1 | 66 | 248 |
| clkbuf_1 | 12 | 45.0 |
| a21oi_1 | 47 | 235 |
| nor2_1 | 38 | 143 |
| nand3_1 | 10 | 50.1 |
| a21o_1 | 10 | 75.1 |
| nand2b_1 | 8 | 50.1 |
## stage by stage
stage | hold slack [ns] | util, % | instances
floorplan | 13.86 | - | 493
global placement | 14.82 | 42.2 | 718
detailed placement | 14.78 | 42.2 | 718
CTS | 14.79 | 42.2 | 718
global route | 14.86 | 42.2 | 718
finish | 14.79 | 42.2 | 718
## layout make-up
class | count | area [um2] | area share [%]
Inverter | 13 | 48.8 | 1.11
Tap cell | 136 | 170 | 3.87
Timing Repair Buffer | 106 | 1050 | 23.9
Multi-Input combinational cell | 463 | 3130 | 71.1
## worst max-delay path: stages
cell and delay, ns:
clkdlybuf4s50_1 0.45, buf_4 0.43, nor3b_2 0.08, buf_4 0.22
nand2_1 0.52, o21ai_0 0.27, fa_1 0.47, nand2b_1 0.17
a211oi_1 0.43, o21ai_0 0.14, a31o_1 0.24, or4_1 0.51
nor4_1 0.26, or4b_1 0.48, nor4_1 0.40, nand4b_1 0.18
nor3_2 0.17, clkdlybuf4s50_1 0.48
## per-layer routing
metal / up-vias / share of wire [%] / GRT usage, %
li1: 2026 / - / -
met1: 1821 / 51 / 34.5
met2: 129 / 43 / 34.1
met3: 10 / 5.2 / 1.56
met4: 0 / 1.0 / 2.28
met5: - / 0 / 0
## report_power, final
group	internal (uW)	switching, uW	total (uW)	leakage [uW]
clock network	0	0	0	0
registers	0	0	0	0
logic	36.8	40.5	77.4	0.00174
total	36.8	40.5	77.4	0.00174
## final timing paths
kind         start        end  slack [ns]  depth (start not counted)
max   operation[0]       zero       14.67                         18
min           a[2]  result[2]       14.79                          4
## placed cells by master (no fill, tap or decap), drive strengths merged, types with 13 or more instances in the layout
master / synthesis / layout
clkdlybuf4s50: 0 / 102
nand2: 66 / 66
a21oi: 47 / 47
o21ai: 46 / 46
nor2: 38 / 38
ha: 34 / 34
xnor2: 27 / 27
xor2: 25 / 25
maj3: 24 / 24
nor3: 16 / 16
inv: 13 / 13
No activity file was given, so power comes from the tool's default toggle rates.
