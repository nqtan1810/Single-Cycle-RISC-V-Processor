--- ./config.mk ---
export PLATFORM = sky130hd
export DESIGN_NAME = controller
export DESIGN_NICKNAME = controller
export VERILOG_FILES = /design/flow/design.v
export SDC_FILE = /design/flow/constraint.sdc
export NUM_CORES = 4
export LEC_CHECK = 1
export CORE_AREA = 10 10 70 70
export DIE_AREA = 0 0 80 80
--- ./constraint.sdc ---
current_design controller

set clk_period 2.1
set clk_io_pct 0.2

create_clock -name clk0 -period $clk_period

set non_clock_inputs [all_inputs -no_clocks]
set_input_delay [expr $clk_period * $clk_io_pct] -clock clk0 $non_clock_inputs
set_output_delay [expr $clk_period * $clk_io_pct] -clock clk0 [all_outputs]
--- ./design.v ---
module aluControl(operation,
						aluOp,
						funct3,
						funct7
						);
	output [3:0] operation;
	input [1:0] aluOp;
	input [6:0] funct7;
	input [2:0] funct3;
	reg [3:0] operation;
	always @(aluOp or funct7 or funct3)
		case(aluOp)
			2'b00: operation = 4'b0010;  
			2'b01: operation = 4'b0110;  
			2'b10: casex(funct7)
							7'b0000000: casex(funct3)
												3'b000: operation = 4'b0010;  
												3'b010: operation = 4'b0110;  
												3'b110: operation = 4'b0001;  
												3'b111: operation = 4'b0000;  
												default: operation = 4'bxxxx;
											endcase
							7'b0100000: operation = 4'b0110;  
							default: operation = 4'bxxxx;	 
					endcase
			2'b11: casex(funct3)
						3'b000: operation = 4'b0010;  
						3'b110: operation = 4'b0001;  
						3'b111: operation = 4'b0000;  
						default: operation = 4'bxxxx;
					 endcase
			default: operation = 4'bxxxx;
		endcase
endmodule
module branchControl (PCsrc,
							 branch,
							 jal,
							 zero
							 );
	output PCsrc;
	input [1:0] branch;
	input jal;
	input zero;
	assign PCsrc = ((branch[1] && zero) | (branch[0] && (!zero)) | (jal)) === 1 ? 1'b1 : 1'b0;
endmodule 
module control (branch,
					 slt,
					 lui,
					 jal,
					 memToReg,
					 memWrite,
					 memRead,
					 aluOp,
					 aluSrc,
					 regWrite,
					 opcode,
					 funct3
					 );
	output [1:0] branch;
	output slt;
	output lui;
	output jal;
	output memToReg;
	output memWrite;
	output memRead;
	output [1:0] aluOp;
	output aluSrc;
	output regWrite;
	input [6:0] opcode;
	input [2:0] funct3;
	reg [11:0] controlSignals;
	always @(opcode or funct3) begin
		case(opcode)
		  7'b0110011: case(funct3)
								3'b010: controlSignals = 12'b001000001001;   
								default: controlSignals = 12'b000000001001;   
						  endcase
		  7'b0000011: controlSignals = 12'b000001010011;   
		  7'b0010011: controlSignals = 12'b000000001111;   
		  7'b0100011: controlSignals = 12'b000000100010;   
		  7'b1100011: case(funct3)
								3'b000: controlSignals = 12'b100000000100;   
								default: controlSignals = 12'b010000000100;   
						  endcase
		  7'b0110111: controlSignals = 12'b00010000xx01;   
		  7'b1101111: controlSignals = 12'b00001000xx01;   
		  default: controlSignals = 12'bxxxxxxxxxxxx;  
		endcase
	end
	assign {branch, slt, lui, jal, memToReg, memWrite, memRead, aluOp, aluSrc, regWrite} = controlSignals;
endmodule 
module controller (PCsrc,
						 slt,
						 lui,
						 jal,
						 memToReg,
						 memWrite,
						 memRead,
						 operation,
						 aluSrc,
						 regWrite,
						 opcode,
						 funct3,
						 funct7,
						 zero
						 );
	output PCsrc;
	output slt;
	output lui;
	output jal;
	output memToReg;
	output memWrite;
	output memRead;
	output [3:0] operation;
	output aluSrc;
	output regWrite;
	input [6:0] opcode;
	input [2:0] funct3;
	input [6:0] funct7;
	input zero;
	wire [1:0] branch;
	wire [1:0] aluOp;
	control ctl( .branch(branch),
					 .slt(slt),
					 .lui(lui),
					 .jal(jal),
					 .memToReg(memToReg),
					 .memWrite(memWrite),
					 .memRead(memRead),
					 .aluOp(aluOp),
					 .aluSrc(aluSrc),
					 .regWrite(regWrite),
					 .opcode(opcode),
					 .funct3(funct3)
					 );
	aluControl aluCtl(.operation(operation),
							.aluOp(aluOp),
							.funct3(funct3),
							.funct7(funct7)
							);
	branchControl brCtl ( .PCsrc(PCsrc),
								 .branch(branch),
								 .jal(jal),
								 .zero(zero)
								 );
endmodule 
--- ./run.sh ---
#!/bin/bash
# OpenROAD 26Q1-2900-gdf79404cd8, Yosys 0.63+post, stock flow scripts
make -C /OpenROAD-flow-scripts/flow DESIGN_CONFIG=/design/flow/config.mk WORK_HOME=/design/flow/orfs finish
==> commit_impl_results.txt <==
Update PnR metrics after Yosys + OpenROAD run

- Final Hold Fails: 0
- Highest clock rate: a little under 500 MHz
* Sequential Power Share: 0%
* Pwr/cell area: about 120 mW/mm²
- Number of nets with antenna violations after routing: 0
* Number of flip-flops and latches: 0
* Placement Cell Area: 658 µm²
* Number of clock-tree buffers in the layout: 0
- Setup repair after global routing left no endpoint under its margin.
- Tot GR Track Use: 3.86%
- Arrival time at the worst endpoint: 1.61 ns
* CP Capture Point: memToReg
- Compared with the post-synthesis result, the final layout area differs by 160%.
* Static Leakage: around 0.28 nW
- Top cell types by occurrence after synthesis: sky130_fd_sc_hd__nand2_1 (7), sky130_fd_sc_hd__nor2_1 (5), sky130_fd_sc_hd__nand3_1 (4)
- Area fraction in full adders, half adders and majority gates: 0%
- The script logs the ratio of routed vias to standard cells as about 3.5.
* Final weighted congestion of routability-driven global placement: 0.818
- Critical path start-end classification: in2out
* Placement Rows: 21
- The tool flagged a number of max-cap violations equal to 0.
- Detailed routing inserted a total of about 430 vias.
- Critical path fanouts, max: 4
* Switching power summed over all nets: roughly 0.034 mW
- Xor and xnor fraction of the mapped netlist area: 3.43%
* Register area: 0 µm²
- Share of the clock period used by the worst path after layout: 96.6%
* AND-OR/OR-AND share of the synthesized area: 15.2%
- Total die size: approximately 0.0064 mm²
- Switching part of the total: 44.1%
* Clock power share: 0%
- Mux share: 0%
- For reference, the critical path is launched at opcode[0].
* Yosys warning count: 2
* Tool warnings: 33
- TritonRoute pass-1 iters: 4
- The synthesized netlist devotes about three quarters of its cell area to simple gates.
- For this run the aggregate overflow at the end of global routing stands at 0.
- Per the finish-stage timing summary, setup violations number 0.
- Largest net degree at the start of global routing: 7
- In the post-route report, total wirelength is listed as about 1300 µm.
* Synth logic family: simple AND/OR/NAND/NOR gates
- Worst Setup Start Kind: input pin
- The first global-routing pass estimated 2080 µm of wire.
- The layout stage reports a final design area of about 660 µm².
* Estimated wirelength of the detail-placed design: ~1200 µm
- After detailed placement, the design holds a cell count of 123.
- Syn avg cell area: ~6.2 µm²
- The worst setup path is captured at an output port.
- Placeable core area: 0.00342 mm²
* Cells in synth_stat.txt: about 40
- Dividing the detail-routed wire length by the instance count gives ~10 µm.
- After layout, the minimum clock period comes to 2.03 ns.
- In this run the VDD rail shows a maximum IR drop of between 0.015 and 0.02 mV.
* Share of Yosys cell area claimed by the top area cell type: around 10%
- In the Yosys stats the netlist draws on 23 distinct library cells.
- For this run, design rule violations remaining after detail routing come to 0.
- During I/O placement, the number of pins put on the boundary was 31.
* Post-synth design cell area: between 200 and 300 µm²
- Cells fill between 10% and 20% of the core in the end.
* Path class of the lowest-slack min-delay path: in2out
* Quantity of hold-fixing buffers added after cts: 0
- Data on the critical path is required at its endpoint by about 1.7 ns.
- The main area contributors are sky130_fd_sc_hd__nand2_1 (10%), sky130_fd_sc_hd__nor4_4 (8.3%), sky130_fd_sc_hd__nand3_1 (7.8%).
- Top-count cell post-synth: sky130_fd_sc_hd__nand2_1
- Total cell area reported by yosys after synthesis: around 260 µm²
- The power report attributes to the combinational group a share of 100.0%.
- For the final routed database, the setup TNS stands at 0 ns.
* Starting density of the core: roughly 7.5%
- The count of cells in the finished layout, fillers not included, comes to between 100 and 150.
* Chip height: 80 µm
* Antenna violations before repair: 0
- The final max-slew violation count recorded for this run is 0.
- For this block, the initial DRC count from the detailed router was 26.
- Per the OpenROAD floorplan log, the width of the die is about 80 µm.
- Count of buffers inserted at the top-level ports: 30
* P_int: approximately 0.043 mW
* Post-synth seq share: 0%
- Hold is met by approximately 1.2 ns.
* Cell type with the largest total area: sky130_fd_sc_hd__nand2_1
* Layout cells sized above 1: 48.1%
- The flow ran to the end, and the final reports show no timing, DRC or antenna violations.
- Via count of the first global-routing pass: ~470
- Antenna Cells: 0
- Synthesized instance count: approximately 40
timing repair:
action,4_1_cts,5_1_grt
gates resized,65,6
pin swaps,16,3
hold endpoints to repair,0,0
setup buffers,3,0
endpoints found under the setup margin,12,5
cells by family after synthesis:
logic type             count (synthesis)
AND-OR/OR-AND                          6
XOR/XNOR                               1
buffers and inverters                  2
other                                  1
AND/OR/NAND/NOR                       31
final cells by class:
class | count | area, µm²
fillers | 386 | 2750
multi-input cells | 39 | 293
well taps | 46 | 57.6
repair buffers | 40 | 313
layout by cell type, fill, tap and decap left out, types with 2 or more instances in the layout:
cell	n
sky130_fd_sc_hd__buf_2	9
sky130_fd_sc_hd__buf_4	10
sky130_fd_sc_hd__clkbuf_2	2
sky130_fd_sc_hd__clkdlybuf4s15_2	2
sky130_fd_sc_hd__clkdlybuf4s50_1	6
sky130_fd_sc_hd__dlygate4sd2_1	9
sky130_fd_sc_hd__nand2_1	5
sky130_fd_sc_hd__nand3_1	4
sky130_fd_sc_hd__nand4_1	2
sky130_fd_sc_hd__nor2_1	5
sky130_fd_sc_hd__nor3_2	2
sky130_fd_sc_hd__nor4_2	2
worst max-delay path: stages:
cell                              delay [ns]
sky130_fd_sc_hd__clkdlybuf4s15_2        0.21
sky130_fd_sc_hd__nand2_4                0.07
sky130_fd_sc_hd__or4_4                  0.51
sky130_fd_sc_hd__nor3_4                 0.19
sky130_fd_sc_hd__dlygate4sd2_1          0.22
power groups by stage:
| stage | Sequential (mW) | Clock (mW) | Combinational, mW |
|---|---|---|---|
| 4_1_cts | 0 | 0 | 0.0783 |
| 5_1_grt | 0 | 0 | 0.0847 |
| 6_report | 0 | 0 | 0.0771 |
how the worst min path moves through the flow:
stage | endpoint | depth (start not counted) | start
6_report | operation[2] | 4 | opcode[6]
4_1_cts | operation[2] | 4 | opcode[6]
5_1_grt | operation[2] | 4 | opcode[6]
metal layers:
metal  GRT usage, %  routed length, µm  vias to the layer above
met5              0                  0                        -
met3           1.14                119                        0
met4              0                  0                        0
li1               -                  -                      229
met2           7.06                678                       14
met1           4.55                505                      191
stage by stage:
| step | power [mW] | setup WS [ns] |
|---|---|---|
| after floorplan | 0.0180 | 0.344 |
| after global placement | 0.0805 | -0.658 |
| after detailed placement | 0.0823 | -0.701 |
| after CTS | 0.0783 | -0.0591 |
| after global routing | 0.0847 | 0.000333 |
| final | 0.0771 | 0.0719 |
Power is estimated from default activity; no workload was simulated.
